==> flow/design.v <==
package light_package;
typedef enum logic[1:0] {red,yellow,green} colors;
endpackage
import light_package ::*;            
module traffic_light_controller(
  input  clk, reset, 
         s_s, l_s, n_s,   
  output colors str_light, left_light, ns_light);     
  typedef enum {GRR, YRR, ZRR, HRR,               
                RGR, RYR, RZR, RHR, 	          
                RRG, RRY, RRZ, RRH} tlc_states;   
  tlc_states    present_state, next_state;
  int     ctr5, next_ctr5,        
          ctr10, next_ctr10;      
  logic      ctr5en,      ctr10en;
  logic next_ctr5en, next_ctr10en;
  always_ff @(posedge clk)
    if(reset) begin
	    present_state <= RRH;
      ctr5          <= 0;
      ctr10         <= 0;
      ctr5en        <= 0;
      ctr10en       <= 0;
    end  
	else begin
	    present_state <= next_state;
      ctr5          <= next_ctr5;
      ctr10         <= next_ctr10;
      ctr5en        <= next_ctr5en;
      ctr10en       <= next_ctr10en;
    end
  always_comb begin
    next_state   = HRR;             
    next_ctr5    = 0; 	          
    next_ctr10   = 0;
    next_ctr5en  = 0;
    next_ctr10en = 0;
    case (present_state)
	  GRR: begin 
      next_ctr5en  = ctr5en  || (!s_s);
      next_ctr10en = ctr10en || (l_s || n_s);
      next_ctr5  = next_ctr5en  ? ctr5  + 1 : ctr5;
      next_ctr10 = next_ctr10en ? ctr10 + 1 : ctr10;
      if ((next_ctr5 >= 5) || (next_ctr10 >= 10)) begin
        next_state = YRR;
        next_ctr5  = 0;
        next_ctr10 = 0;
      end else next_state = GRR;
    end
	  RGR: begin
      next_ctr5en  = ctr5en  || (!l_s);
      next_ctr10en = ctr10en || (s_s || n_s);
      next_ctr5  = next_ctr5en  ? ctr5  + 1 : ctr5;
      next_ctr10 = next_ctr10en ? ctr10 + 1 : ctr10;
      if ((next_ctr5 >= 5) || (next_ctr10 >= 10)) begin
        next_state = RYR;
        next_ctr5  = 0;
        next_ctr10 = 0;
      end else next_state = RGR;
    end
	  RRG: begin
      next_ctr5en  = ctr5en  || (!n_s);
      next_ctr10en = ctr10en || (s_s || l_s);
      next_ctr5  = next_ctr5en  ? ctr5  + 1 : ctr5;
      next_ctr10 = next_ctr10en ? ctr10 + 1 : ctr10;
      if ((next_ctr5 >= 5) || (next_ctr10 >= 10)) begin
        next_state = RRY;
        next_ctr5  = 0;
        next_ctr10 = 0;
      end else next_state = RRG;
    end
    YRR: next_state = ZRR;
    ZRR: next_state = HRR;
    RYR: next_state = RZR;
    RZR: next_state = RHR;
    RRY: next_state = RRZ;
    RRZ: next_state = RRH;
    HRR:
           if (l_s) next_state = RGR;
      else if (n_s) next_state = RRG;
      else if (s_s) next_state = GRR;
      else          next_state = HRR;
    RHR:
           if (n_s) next_state = RRG;
      else if (s_s) next_state = GRR;
      else if (l_s) next_state = RGR;
      else          next_state = RHR;
    RRH:
           if (s_s) next_state = GRR;
      else if (l_s) next_state = RGR;
      else if (n_s) next_state = RRG;
      else          next_state = RRH;
    endcase
  end
  always_comb begin
    str_light  = red;       
	  left_light = red;	    
	  ns_light   = red;
    case(present_state)     
      GRR:     str_light  = green;
	    YRR,ZRR: str_light  = yellow;   
	    RGR:     left_light = green;
	    RYR,RZR: left_light = yellow;
	    RRG:     ns_light   = green;
	    RRY,RRZ: ns_light   = yellow;
    endcase
  end
endmodule
==> flow/run.sh <==
#!/bin/bash
# OpenROAD 26Q1-2900-gdf79404cd8, Yosys 0.63+post, stock flow scripts
make -C /OpenROAD-flow-scripts/flow DESIGN_CONFIG=/design/flow/config.mk WORK_HOME=/design/flow/orfs finish
==> flow/config.mk <==
export PLATFORM = sky130hd
export DESIGN_NAME = traffic_light_controller
export DESIGN_NICKNAME = traffic_light_controller
export VERILOG_FILES = /design/flow/design.v
export SDC_FILE = /design/flow/constraint.sdc
export NUM_CORES = 4
export LEC_CHECK = 1
export CORE_UTILIZATION = 50
export SYNTH_HDL_FRONTEND = slang
==> flow/constraint.sdc <==
current_design traffic_light_controller

set clk_period 11.1
set clk_io_pct 0.2

create_clock -name clk0 -period $clk_period [get_ports {clk}]

set non_clock_inputs [all_inputs -no_clocks]
set_input_delay [expr $clk_period * $clk_io_pct] -clock clk0 $non_clock_inputs
set_output_delay [expr $clk_period * $clk_io_pct] -clock clk0 [all_outputs]
==> results_dict.tcl <==
# yosys + openroad results
set metrics [dict create \
    path_buffers 1 \
    power.leakage_nw 2.81 \
    synth_top_cell_by_area "dfxtp_1" \
    drv_slew 0 \
    power.net_switching_w 0.000217 \
    comb_area_sq_um 7210 \
    r2r_slack_ns 4.95 \
    ff_type "dfxtp_1" \
    timing.fmax_mhz 129 \
    cp.arrival_ns 8.03 \
    gp_congestion 1.06 \
    cts_buffers 9 \
    synthAdderAreaFrac 0.00263 \
    synth-edff-count 0 \
    drv_cap 0 \
    regArea_sq_um 1560 \
    dp_hpwl_um 31700 \
    worstMarginPinSlew_ns 1.05 \
    placementRows 50 \
    cts_buffer_depth 2 \
    antenna-diode-count 0 \
    p_per_area_nw_per_um2 75.1 \
    grt_start_max_net_pins 52 \
    drtPass1Iterations 8 \
    setup_viol 0 \
    power_frac_comb 0.138 \
    cts_tree "built" \
    routedWlPerCell_um 28.4 \
    status "completed" \
    logic_family "simple AND/OR/NAND/NOR gates" \
    fp_util 0.510 \
    numSynthFlops 78 \
    slew_headroom 0.291 \
    max_stage_delay_ns 0.76 \
    finalCritPeriodShare 0.700 \
    dp_cells 1546 \
    wirelength_um 44400 \
    final_cell_mix "118 x nor2_1, 118 x nand2_1, 93 x a21oi_1, 85 x nand3_1, 78 x dfxtp_1" \
    layout-drive-gt1-share 0.0708 \
    ir_worst_vdd_uv 90.3 \
    clock_tree.root_cell "clkbuf_16" \
    drt_iter0_markers 1960 \
    dpl-instance-area_sq_um 9560 \
    cp_max_fo 18 \
    intPower_w 0.000527 \
    clkPwrFrac 0.479 \
    first_global_vias 10700 \
    num_vias 12200 \
    rsz0062_at_grt "no" \
    die_h_um 140 \
    track_usage 0.458 \
    end_kind "flop" \
    die_area_sq_um 19600 \
    htree_levels 3 \
    fin_setup_tns_ns 0 \
    cts_sinks 78 \
    fill_cells 1876 \
    skew_ns 0.00977 \
    grt_pass1_wl_um 67100 \
    synthAoiAreaFrac 0.313 \
    synth_area_sq_um 9510 \
    hold_violations 0 \
    area_growth_pct 4.16 \
    ys_seq_share 0.164 \
    insertion_delay_ns 0.36 \
    cts-resized-gates 0 \
    coreArea_sq_um 18600 \
    yosysChipArea_sq_um 9510 \
    clk_pin_slew_ns 0.06 \
    worstSetupPathType "in -> reg" \
    critPathLaunchType "primary input" \
    ant_nets 0 \
    worstPathRequired_ns 11.36 \
    synthArstFlopShare 0 \
    grt-ovfl-total 0 \
    portBuffers 10 \
    mux_share 0.0142 \
    ys_warn_count 0 \
    area_leaders "dfxtp_1 16%, a21oi_1 4.9%, nand4_1 4.9%" \
    path_cells "clkdlybuf4s50_1 -> or3_1 -> nand3_1 -> o21ai_0 -> nand4_1 -> nor4_1 -> nand3_1 -> o41ai_4 -> nand4_1 -> a21oi_1 -> o21ai_0 -> o31ai_1" \
    pwr-share-seq 0.383 \
    post-cts-setup-buffer-count 0 \
    hold_class "reg -> reg" \
    switching_share 0.292 \
    critPathTopFamily "simple AND/OR/NAND/NOR gates" \
    synthXorXnorAreaFrac 0.0387 \
    remaining_drc_errors 0 \
    ys_types 94 \
    utilization 0.531 \
    ys_sh_simple 0.388 \
    ys_cells 1417 \
    antenna_found_initial 0 \
    fin_cells 1562 \
    synth.avg_cell_area_sq_um 6.71 \
    ctsHoldBuffers 0 \
    synth_cells 1417 \
    ios 11 \
    period_needed_ns 7.77 \
    yosys.area.top_type_share 0.164 \
    cp_slowest_cell "or3_1" \
    fin_area_sq_um 9900 \
    via_per_inst 7.82 \
    die-width_um 140 \
    warning_count 25 \
]
## final cells by class
type | count | area share
Sequential cell | 78 | 0.158
Multi-Input combinational cell | 1154 | 0.728
Clock buffer | 11 | 0.0235
Inverter | 34 | 0.0129
Clock inverter | 5 | 0.0107
Timing Repair Buffer | 46 | 0.0374
Tap cell | 234 | 0.0296
## power groups by stage
stage	logic, W	registers, W	clock network, W
after global routing	0.000105	0.000285	0.000370
after CTS	0.0000957	0.000285	0.000358
final	0.000103	0.000285	0.000356
## final timing paths
| path | from | cells after the start | endpoint |
|---|---|---|---|
| worst min register to register | present_state[5] | 1 | present_state[0] |
| worst min-delay path | present_state[5] | 1 | present_state[0] |
| worst max-delay path | s_s | 12 | ctr5[4] |
| worst max register to register | ctr10[0] | 12 | ctr5[4] |
## flip-flops by register name (all words and copies together), names as in the netlist
signal / flops
ctr5en: 1
ctr10en: 1
ctr5: 32
present_state: 12
ctr10: 32
## synthesized netlist by cell type, types with 18 or more instances
cell type	instances
o211ai_1	18
nor2_1	119
nand2_1	118
xnor2_1	32
buf_2	30
nor3_1	59
and3_1	20
dfxtp_1	78
clkbuf_1	108
a211oi_1	21
nand4_1	74
o31ai_1	29
nor4_1	64
or3_1	19
nand3_1	85
a31oi_1	31
o22ai_1	19
o21ai_0	55
inv_1	33
a21oi_1	93
## worst register-to-register path, stage by stage, from the launching register on
cell and delay, ns:
dfxtp_1 0.72, ha_1 0.49, and4_1 0.60, nand3_1 0.43
o21ai_0 0.33, nand4_1 0.12, nor4_1 0.65, nand3_1 0.26
o41ai_4 0.76, nand4_1 0.60, a21oi_1 0.62, o21ai_0 0.32
o31ai_1 0.15
## layer usage
metal | vias to the layer above | track usage | wire length (um) | share of wire
met1 | 5631 | 0.683 | 18000 | 0.41
met2 | 1108 | 0.609 | 17200 | 0.39
met5 | - | 0 | 0 | 0
met3 | 138 | 0.200 | 7930 | 0.18
met4 | 0 | 0.0931 | 1270 | 0.028
li1 | 5333 | - | - | -
## kinds of logic (layout without fill, tap and decap cells)
| kind of cell | count (synthesis) | count (layout) |
|---|---|---|
| and+or+nand+nor | 676 | 676 |
| AOI/OAI and AO/OA | 421 | 421 |
| buffers and inverters | 185 | 96 |
| DFF | 78 | 78 |
| xor gates and xnor gates | 42 | 42 |
| muxes | 13 | 13 |
| adders and majority gates | 2 | 2 |
## through the flow
step	hold WS [ns]	total power, W	setup WS [ns]
2_1_floorplan	0.410	0.000351	5.69
3_3_place_gp	0.429	0.000387	3.49
3_5_place_dp	0.439	0.000386	3.48
4_1_cts	0.453	0.000738	3.84
5_1_grt	0.466	0.000760	3.17
6_report	0.447	0.000744	3.33
Power figures rest on the tool's default switching activity, not on a simulated workload.
